==> flow/config.mk <==
export PLATFORM = sky130hd
export DESIGN_NAME = fifo_with_bypass
export DESIGN_NICKNAME = fifo_with_bypass
export VERILOG_FILES = /design/flow/design.v
export SDC_FILE = /design/flow/constraint.sdc
export NUM_CORES = 4
export LEC_CHECK = 1
export CORE_UTILIZATION = 30
==> flow/run.sh <==
#!/bin/bash
# OpenROAD 26Q1-2900-gdf79404cd8, Yosys 0.63+post, stock flow scripts
make -C /OpenROAD-flow-scripts/flow DESIGN_CONFIG=/design/flow/config.mk WORK_HOME=/design/flow/orfs finish
==> flow/constraint.sdc <==
current_design fifo_with_bypass

set clk_period 3.1
set clk_io_pct 0.2

create_clock -name clk0 -period $clk_period [get_ports {clk}]

set non_clock_inputs [all_inputs -no_clocks]
set_input_delay [expr $clk_period * $clk_io_pct] -clock clk0 $non_clock_inputs
set_output_delay [expr $clk_period * $clk_io_pct] -clock clk0 [all_outputs]
==> flow/design.v <==
package coherence_cache_pkg;
    localparam INVALID        = 0;    
    localparam EXCLUSIVE      = 1;    
    localparam MODIFIED       = 2;    
    localparam SHARED         = 3;    
    localparam FORWARD        = 4;    
    parameter PROC_OP_BITS    = 1;
    parameter PR_RD           = 0;
    parameter PR_WR           = 1;
    parameter BUS_OP_BITS     = 2;
    parameter BUS_RD          = 0;
    parameter BUS_RDX         = 1;
    parameter BUS_UPGR        = 2;
    parameter BUS_NOP         = 3;
    parameter BUS_RESP_BITS   = 3;
    parameter LINE_EXIST_BIT  = 0;
    parameter FLUSH_OPT_BIT   = 1;
    parameter FLUSH_BIT       = 2;
    parameter LINE_EXIST      = (1 << LINE_EXIST_BIT);
    parameter FLUSH_OPT       = (1 << LINE_EXIST_BIT) | (1 << FLUSH_OPT_BIT);
    parameter FLUSH           = (1 << LINE_EXIST_BIT) | (1 << FLUSH_BIT);
endpackage : coherence_cache_pkg
package cyclicCache_pkg;
    typedef enum logic [1:0]
    {
        MESI_STATE_INVALID     = 'd0,
        MESI_STATE_MODIFIED    = 'd1,
        MESI_STATE_EXCLUSIVE   = 'd2,
        MESI_STATE_SHARED      = 'd3
    } mesi_state_t;
    typedef enum logic [1:0]
    {
        MESI_REQ_NULL                = 'd0,
        MESI_REQ_HANDLE_WRITE_SHARE  = 'd1,
        MESI_REQ_HANDLE_WRITE_MISS   = 'd2,
        MESI_REQ_HANDLE_READ_MISS    = 'd3
    } mesi_req_t;
    typedef enum logic [1:0]
    {
        MESI_ACT_NULL    = 'd0,
        MESI_ACT_REFILL  = 'd1,
        MESI_ACT_FORWARD = 'd2,
        MESI_ACT_REVOKE  = 'd3
    } mesi_action_t;
endpackage
package dma_axiStream_axi4_pkg_t;
    typedef enum {
        AxSIZE_1B    = 0,
        AxSIZE_2B    = 1,
        AxSIZE_4B    = 2,
        AxSIZE_8B    = 3,
        AxSIZE_16B   = 4,
        AxSIZE_32B   = 5,
        AxSIZE_64B   = 6,
        AxSIZE_128B  = 7
    } axsize_t;
    typedef enum {
        AxBURST_FIXED = 0,
        AxBURST_INCR  = 1,
        AxBURST_WRAP  = 2,
        AxBURST_Rsvd  = 3
    } axburst_t;
    typedef enum {
        xRESP_OKAY   = 0,
        xRESP_EXOKAY = 1,
        xRESP_SLVERR = 2,
        xRESP_DECERR = 3
    } xresp_t;
    typedef enum logic{
        DMA_DIR_AXI_STREAM_TO_AXI4 = 1'b0,
        DMA_DIR_AXI4_TO_AXI_STREAM = 1'b1
    }dma_axis_axi4_dir_t;
    typedef enum logic{
        DMA_DIRECT_MODE   = 1'b0,
        DMA_CIRCULAR_MODE = 1'b1
    }dma_axis_axi4_moder_t;
    typedef enum logic [3 : 0] {
        DMA_AXIS_AXI4_CTRL        = 'h0,
        DMA_AXIS_AXI4_MIN_ADDR    = 'h1,
        DMA_AXIS_AXI4_MAX_ADDR    = 'h2,
        DMA_AXIS_AXI4_DMA_START   = 'h3,
        DMA_AXIS_AXI4_DMA_LEN     = 'h4,
        DMA_AXIS_AXI4_DMA_DIR     = 'h5,
        DMA_AXIS_AXI4_DMA_MODE    = 'h6,
        DMA_AXIS_AXI4_FLUSH_FIFO  = 'h7,
        DMA_AXIS_AXI4_FIFO_STATUS = 'h8,
        DMA_AXIS_AXI4_FIFO_CNT    = 'h9,
        DMA_AXI4_AXIS_FIFO_CNT    = 'hA
    }dma_axis_axi4_regs_t;
endpackage
package mru_pkg;
    typedef enum logic [1:0]
    {
        MESI_STATE_INVALID     = 'd0,
        MESI_STATE_MODIFIED    = 'd1,
        MESI_STATE_EXCLUSIVE   = 'd2,
        MESI_STATE_SHARED      = 'd3
    } mesi_state_t;
    typedef enum logic [1:0]
    {
        MESI_REQ_NULL                = 'd0,
        MESI_REQ_HANDLE_WRITE_SHARE  = 'd1,
        MESI_REQ_HANDLE_WRITE_MISS   = 'd2,
        MESI_REQ_HANDLE_READ_MISS    = 'd3
    } mesi_req_t;
    typedef enum logic [1:0]
    {
        MESI_ACT_NULL    = 'd0,
        MESI_ACT_REFILL  = 'd1,
        MESI_ACT_FORWARD = 'd2,
        MESI_ACT_REVOKE  = 'd3
    } mesi_action_t;
endpackage
module dpram #(
    parameter usr_ram_style = "distributed",
    parameter aw=16,
    parameter dw=8,
    parameter max_size=256,
    parameter rd_lat = 1
) (
	input rd_clk,
	input [aw-1:0] raddr,
	output reg [dw-1:0] dout,
	input wr_clk,
	input we,
	input [dw-1:0] din,
	input [aw-1:0] waddr
);
    generate
        if (usr_ram_style=="ultra" && rd_lat==1) begin
            (* ram_style = "ultra" *)	logic [dw-1:0] RAM [max_size-1:0];
            always @(posedge rd_clk) begin
                dout <= RAM[raddr];
            end
            always @(posedge rd_clk) begin
                if (we) RAM[waddr]<=din;
            end
        end
        else if (usr_ram_style=="ultra" && rd_lat==0) begin
            (* ram_style = "ultra" *)	logic [dw-1:0] RAM [max_size-1:0];
            assign dout = RAM[raddr];
            always @(posedge rd_clk) begin
                if (we) RAM[waddr]<=din;
            end
        end
        else if (rd_lat==1) begin
            logic [dw-1:0] RAM [max_size-1:0];
            always @(posedge rd_clk) begin
                dout <= RAM[raddr];
            end
            always @(posedge wr_clk) begin
                if (we) RAM[waddr]<=din;
            end
        end
        else begin
            logic [dw-1:0] RAM [max_size-1:0];
            assign dout = RAM[raddr];
            always @(posedge wr_clk) begin
                if (we) RAM[waddr]<=din;
            end
        end
    endgenerate
endmodule
module fifo_with_bypass #(
    parameter D = 8,
    parameter WIDTH = 8
) (
    input                       clk,
    input                       rstn,
    input                       push,
    input                       pop,
    input           [WIDTH-1:0] din,
    output logic    [WIDTH-1:0] rdat_r,
    output logic                full,
    output logic                empty
);
    localparam int LOG_D = $clog2(D);
    logic               mem_we;
    logic [WIDTH-1:0]   mem_dout;
    logic [LOG_D-1:0]   wr_ptr;  
    logic [LOG_D-1:0]   rd_ptr;  
    logic [LOG_D:0]     count;  
    logic               memEmpty, memEmpty_w;
    logic               rdat_vld_r;
    always @(posedge clk or negedge rstn) begin
        if (!rstn) begin
            wr_ptr <= 0;
            rd_ptr <= 0;
            count <= 0;
            rdat_r <= 0;
            rdat_vld_r <= 0;
            memEmpty <= 1;
        end
        else begin
            if (push) begin
                if(~empty) begin
                    wr_ptr <= wr_ptr + 1;
                end
                else begin
                    rdat_r <= din;
                    rdat_vld_r <= 1;
                end
            end
            if (pop) begin
                if (~memEmpty && ~rdat_vld_r) begin
                    rdat_r <= mem_dout;  
                    rd_ptr <= (rd_ptr + 1);
                end
                else begin
                    rdat_vld_r <= 0;
                end
            end
            else if (~memEmpty && ~rdat_vld_r) begin  
                rdat_r <= mem_dout;
                rd_ptr <= (rd_ptr + 1);
                rdat_vld_r <= 1;
            end
            if (push && ~pop) begin
                count <= count + 1;  
            end
            else if (~push && pop) begin
                count <= count - 1;  
            end
            memEmpty <= memEmpty_w;
        end
    end
    always_comb begin
        full = (count==D+1);
        empty = (count==0);
        mem_we = push && ~empty;
        memEmpty_w = memEmpty;
        if (mem_we) begin
            memEmpty_w = 0;
        end
        else if (count<2) begin
            memEmpty_w = 1;
        end
    end
    dpram #(
        .usr_ram_style ("distributed"),
        .aw            (LOG_D),
        .dw            (WIDTH),
        .max_size      (D),
        .rd_lat        (0)
    ) mem (
        .rd_clk     (clk),
        .raddr      (rd_ptr),
        .dout       (mem_dout),
        .wr_clk     (clk),
        .we         (mem_we),
        .din        (din),
        .waddr      (wr_ptr)
    );
endmodule
==> reports/qor.yml <==
outcome: "completed"
synth_area_sq_um: 3490
synth.cellmix.simpleShare_pct: 6.28
stdcell_count: 409
regToRegSetupSlack_ns: 1.29
diodes: 0
die_h_microns: 110
r2r_start: "count[0]"
logic_area_sq_um: 1020
grt_max_degree: 25
regToRegEndpoint: "mem.genblk1.genblk1.genblk1.RAM[5][2]"
synth-xor-area-share_pct: 1.51
drive_gt1_share_pct: 13.8
grt_setup_unrepaired: "false"
cp-start-kind: "input pin"
floorplan.core_util_pct: 31.5
grt_usage_pct: 12.6
avgSynthCellArea_sq_um: 15.4
post_drt_wl_per_cell_microns: 15.9
fillers: 1008
min_to: "wr_ptr[2]"
drv_cap: 0
fin_crit_ns: 2.39
finalPower_mw: 3.98
row_count: 38
cp-end-kind: "flop"
ctsHoldBuffers: 0
edf_count: 64
dp.cells: 393
drc_errors: 0
clock.fmax_ghz: 0.418
first_iter_violations: 63
ys_warn_count: 3
setup_viol: 0
synth_flops: 84
yosysCellCount: 226
maxSlewViolCount: 0
seqCellArea_sq_um: 2420
worstPathRequired_ns: 3.29
peakVddDrop_mv: 0.357
critical-path-max-stage-delay_ns: 0.56
syn_inst: 226
cp_common_cell: "ha_1"
cts_sinks: 84
hold_viol: 0
die_width_microns: 110
h-tree-depth: 3
io_pins: 22
grt_pass1_vias: 2053
clock_tree.buffer_depth: 2
dp_slack_ns: 0.388
synthArstFlopShare_pct: 23.8
leakage_nw: 1.62
tns_ns: 0
crit_path_top_delay_cell: "clkdlybuf4s50_1"
cp_cell_sequence: "clkdlybuf4s50_1, ha_1, inv_1, ha_1, a21o_1, a2111oi_0, o31ai_1"
ys_sh_mux_pct: 12.7
aoi_share_pct: 6.25
grt_antenna_before_repair: 0
clock_latency_ns: 0.32
ctsResizeCount: 0
openroad.warnings: 25
critPathMaxFanout: 5
setup_ws_ns: 0.710
drtAntennaViolNets: 0
slew_headroom_pct: 51.1
dieArea_sq_um: 12100
cts_tree: "done"
clkTransAtPathRegs_ns: 0.06
viasPerCell: 4.76
gp_congestion: 0.801
area_delta_synth_final_pct: 22.3
grt_first_pass_wirelength_microns: 10600
ys_chip_area_sq_um: 3490
ff_type: "edfxtp_1"
synth_cell_types: 30
overflow: 0
adder_share_pct: 2.37
power.density_nw_per_um2: 935
cp.arrival_ns: 2.58
cts_setup_buffers: 0
vias: 1948
worstRegToRegCells: 6
io_buffers: 21
holdPathStages: 1
tightest_slew_ns: 0.731
drt_pass1_iterations: 4
dpl.hpwl_microns: 4280
crit_type: "input pin to flop"
numCtsBuffers: 9
hp-start: "wr_ptr[2]"
top_logic_kind: "multiplexers"
finClkSkew_ns: 0.00478
coreArea_sq_um: 11100
wirelength_microns: 6500
timing.final.crit_share_pct: 77.1
min_path_type: "flop to flop"
postSynthSeqShare_pct: 69.5
cts-root-buf: "clkbuf_16"
-- stage by stage --
step / util (%) / area [sq um] / hold slack (ns)
floorplan: - / 3490 / 0.324
global placement: 35.6 / 3950 / 0.480
detailed placement: 35.6 / 3950 / 0.487
CTS: 38.5 / 4260 / 0.502
global route: 38.5 / 4260 / 0.509
finish: 38.5 / 4260 / 0.497
-- synthesized netlist by cell type (3+ instances only) --
cell type	count	area (sq um)
nand2_1	8	30.0
nand2b_1	3	18.8
nor2_1	10	37.5
a22oi_1	16	120
o21ai_0	10	50.1
xnor2_1	4	35.0
edfxtp_1	64	1920
buf_2	4	20.0
nor2b_1	3	18.8
dfrtp_1	19	475
ha_1	5	62.6
nor3_1	7	35.0
mux2_2	3	33.8
mux2i_1	41	410
nand3_1	8	40.0
clkbuf_1	3	11.3
-- how the worst max path moves through the flow --
| stage | startpoint | to | slack (ns) |
|---|---|---|---|
| after CTS | count[0] | empty | 0.70 |
| after global routing | push | count[3] | 0.58 |
| final | push | count[3] | 0.71 |
-- kinds of logic after synthesis --
kind of cell               count (synthesis)
adders and majority gates                  6
DFF                                       84
muxes                                     44
xor gates and xnor gates                   6
buffers and inverters                     11
AOI/OAI and AO/OA                         33
and+or+nand+nor                           42
-- worst max-delay path: cells and delay by family --
family	cells	cell delay [ns]
compound gates	3	0.72
buf+inv	2	0.69
fa+ha+maj	2	0.54
-- per-layer routing --
layer	track usage [%]	part of all wire [%]	wire length, microns	vias up
li1	-	-	-	942
met1	18.7	44	2890	946
met2	19.3	48	3120	54
met3	3.63	6.2	406	6
met4	2.86	1.2	80	0
met5	0	0	0	-
-- report_power, final --
group	switching [mW]	leakage (nW)	internal (mW)	total (mW)
clock	0.403	0.157	0.707	1.11
sequential	0.198	0.816	1.49	1.69
combinational	0.605	0.644	0.581	1.19
total	1.21	1.62	2.78	3.98
-- registers in the layout (all words and copies together), names as in the netlist --
| signal | count |
|---|---|
| wr_ptr | 3 |
| rdat_r | 8 |
| rdat_vld_r | 1 |
| count | 4 |
| mem.genblk1.genblk1.genblk1.RAM | 64 |
| memEmpty | 1 |
| rd_ptr | 3 |
-- layout by cell type, fill, tap and decap left out, drive strengths merged, types with 2 or more instances in the layout --
cell type and instances:
a21oi 2, a22oi 16, buf 15, bufinv 2, clkbuf 10, clkdlybuf4s50 21, clkinv 3, dfrtp 19
edfxtp 64, ha 5, inv 3, mux2 3, mux2i 41, nand2 9, nand2b 3, nand3 8
nor2 10, nor2b 3, nor3 7, o21ai 10, xnor2 4, xor2 2
-- final cells by class --
type                    instances  area share, %
clock buffers                  10           5.37
clock inverters                 6           2.05
inverters                       2          0.176
multi-input cells             131           23.8
repair buffers                 36           7.57
flip-flops and latches         84           56.9
well taps                     140           4.11
Power is estimated from default activity; no workload was simulated.

$ cat flow/run.sh
#!/bin/bash
# OpenROAD 26Q1-2900-gdf79404cd8, Yosys 0.63+post, stock flow scripts
make -C /OpenROAD-flow-scripts/flow DESIGN_CONFIG=/design/flow/config.mk WORK_HOME=/design/flow/orfs finish
$ cat flow/config.mk
export PLATFORM = sky130hd
export DESIGN_NAME = rfifo
export DESIGN_NICKNAME = rfifo
export VERILOG_FILES = /design/flow/design.v
export SDC_FILE = /design/flow/constraint.sdc
export NUM_CORES = 4
export LEC_CHECK = 1
export CORE_UTILIZATION = 30
$ cat flow/constraint.sdc
current_design rfifo

set clk_period 23.5
set clk_io_pct 0.2

create_clock -name clk0 -period $clk_period [get_ports {clk}]

set non_clock_inputs [all_inputs -no_clocks]
set_input_delay [expr $clk_period * $clk_io_pct] -clock clk0 $non_clock_inputs
set_output_delay [expr $clk_period * $clk_io_pct] -clock clk0 [all_outputs]
$ cat flow/design.v
package coherence_cache_pkg;
    localparam INVALID        = 0;    
    localparam EXCLUSIVE      = 1;    
    localparam MODIFIED       = 2;    
    localparam SHARED         = 3;    
    localparam FORWARD        = 4;    
    parameter PROC_OP_BITS    = 1;
    parameter PR_RD           = 0;
    parameter PR_WR           = 1;
    parameter BUS_OP_BITS     = 2;
    parameter BUS_RD          = 0;
    parameter BUS_RDX         = 1;
    parameter BUS_UPGR        = 2;
    parameter BUS_NOP         = 3;
    parameter BUS_RESP_BITS   = 3;
    parameter LINE_EXIST_BIT  = 0;
    parameter FLUSH_OPT_BIT   = 1;
    parameter FLUSH_BIT       = 2;
    parameter LINE_EXIST      = (1 << LINE_EXIST_BIT);
    parameter FLUSH_OPT       = (1 << LINE_EXIST_BIT) | (1 << FLUSH_OPT_BIT);
    parameter FLUSH           = (1 << LINE_EXIST_BIT) | (1 << FLUSH_BIT);
endpackage : coherence_cache_pkg
package cyclicCache_pkg;
    typedef enum logic [1:0]
    {
        MESI_STATE_INVALID     = 'd0,
        MESI_STATE_MODIFIED    = 'd1,
        MESI_STATE_EXCLUSIVE   = 'd2,
        MESI_STATE_SHARED      = 'd3
    } mesi_state_t;
    typedef enum logic [1:0]
    {
        MESI_REQ_NULL                = 'd0,
        MESI_REQ_HANDLE_WRITE_SHARE  = 'd1,
        MESI_REQ_HANDLE_WRITE_MISS   = 'd2,
        MESI_REQ_HANDLE_READ_MISS    = 'd3
    } mesi_req_t;
    typedef enum logic [1:0]
    {
        MESI_ACT_NULL    = 'd0,
        MESI_ACT_REFILL  = 'd1,
        MESI_ACT_FORWARD = 'd2,
        MESI_ACT_REVOKE  = 'd3
    } mesi_action_t;
endpackage
package dma_axiStream_axi4_pkg_t;
    typedef enum {
        AxSIZE_1B    = 0,
        AxSIZE_2B    = 1,
        AxSIZE_4B    = 2,
        AxSIZE_8B    = 3,
        AxSIZE_16B   = 4,
        AxSIZE_32B   = 5,
        AxSIZE_64B   = 6,
        AxSIZE_128B  = 7
    } axsize_t;
    typedef enum {
        AxBURST_FIXED = 0,
        AxBURST_INCR  = 1,
        AxBURST_WRAP  = 2,
        AxBURST_Rsvd  = 3
    } axburst_t;
    typedef enum {
        xRESP_OKAY   = 0,
        xRESP_EXOKAY = 1,
        xRESP_SLVERR = 2,
        xRESP_DECERR = 3
    } xresp_t;
    typedef enum logic{
        DMA_DIR_AXI_STREAM_TO_AXI4 = 1'b0,
        DMA_DIR_AXI4_TO_AXI_STREAM = 1'b1
    }dma_axis_axi4_dir_t;
    typedef enum logic{
        DMA_DIRECT_MODE   = 1'b0,
        DMA_CIRCULAR_MODE = 1'b1
    }dma_axis_axi4_moder_t;
    typedef enum logic [3 : 0] {
        DMA_AXIS_AXI4_CTRL        = 'h0,
        DMA_AXIS_AXI4_MIN_ADDR    = 'h1,
        DMA_AXIS_AXI4_MAX_ADDR    = 'h2,
        DMA_AXIS_AXI4_DMA_START   = 'h3,
        DMA_AXIS_AXI4_DMA_LEN     = 'h4,
        DMA_AXIS_AXI4_DMA_DIR     = 'h5,
        DMA_AXIS_AXI4_DMA_MODE    = 'h6,
        DMA_AXIS_AXI4_FLUSH_FIFO  = 'h7,
        DMA_AXIS_AXI4_FIFO_STATUS = 'h8,
        DMA_AXIS_AXI4_FIFO_CNT    = 'h9,
        DMA_AXI4_AXIS_FIFO_CNT    = 'hA
    }dma_axis_axi4_regs_t;
endpackage
package mru_pkg;
    typedef enum logic [1:0]
    {
        MESI_STATE_INVALID     = 'd0,
        MESI_STATE_MODIFIED    = 'd1,
        MESI_STATE_EXCLUSIVE   = 'd2,
        MESI_STATE_SHARED      = 'd3
    } mesi_state_t;
    typedef enum logic [1:0]
    {
        MESI_REQ_NULL                = 'd0,
        MESI_REQ_HANDLE_WRITE_SHARE  = 'd1,
        MESI_REQ_HANDLE_WRITE_MISS   = 'd2,
        MESI_REQ_HANDLE_READ_MISS    = 'd3
    } mesi_req_t;
    typedef enum logic [1:0]
    {
        MESI_ACT_NULL    = 'd0,
        MESI_ACT_REFILL  = 'd1,
        MESI_ACT_FORWARD = 'd2,
        MESI_ACT_REVOKE  = 'd3
    } mesi_action_t;
endpackage
module rfifo #(
	parameter FIFO_DWIDTH		= 32, 
	parameter FIFO_DEPTH		= 16
)(
	input 										rstn,
	input 										clk,
	output logic								full,
	input 					   					we,
	input [FIFO_DWIDTH-1:0]						din,
	input 										re,
	output logic 								empty,
	output logic [FIFO_DWIDTH-1:0]				dout
);
rfifo_fifo_mem # (
	.DWIDTH	( FIFO_DWIDTH	),
	.DEPTH 	( FIFO_DEPTH	)
)
inst_rfifo_fifo_mem(
	.clk	( clk		),
	.rstn	( rstn		),
	.we		( we		),
	.din	( din		),
	.re		( re		),
	.dout	( dout		),
	.full	( full		),
	.empty	( empty		),
	.bCnt	(			)
);
endmodule
module rfifo_fifo_mem # (
	parameter DWIDTH = 32,
	parameter DEPTH  = 1024,
	parameter AFULL_THR = 3,	 
	parameter AEMPTY_THR = 3,	 
	parameter AWIDTH = $clog2(DEPTH)
)
(
	input 						clk, 
	input 						rstn, 
	input 						we, 
	input [DWIDTH-1:0]			din, 
	input 						re,
	output logic [DWIDTH-1:0]	dout,
	output logic 				full, 
	output logic 				empty,
	output logic [AWIDTH:0]		bCnt	
);
reg [AWIDTH-1:0]	wptr, rptr;
always @ (posedge clk or negedge rstn) begin 
	if (~rstn) begin 
		wptr	<= 0;
		rptr	<= 0;
		bCnt	<= 0;
	end 
	else begin 
		if (we) begin 
			wptr <= wptr + 1;
		end 
		if (re) begin 
			rptr <= rptr + 1;
		end 
		bCnt <= bCnt + we - re;
	end 
end 
rfifo_dpram #( 
    .usr_ram_style  ( "block"       ),
    .aw             ( $clog2(DEPTH) ), 
    .dw             ( DWIDTH        ), 
    .max_size       ( DEPTH         )
)
inst_rfifo_dpram(	
    .rd_clk    ( clk       ),
	.raddr     ( rptr      ),
	.dout      ( dout      ),
	.wr_clk    ( clk       ),
	.we        ( we        ),
	.din       ( din       ),
	.waddr     ( wptr      )	
);
assign full 	= (bCnt == DEPTH);
assign empty	= (bCnt == 0);
endmodule
module rfifo_dpram #( parameter usr_ram_style = "distributed", aw=16, dw=8, max_size=256)
(	
	input rd_clk,
	input [aw-1:0] raddr,
	output reg [dw-1:0] dout,
	input wr_clk,
	input we,
	input [dw-1:0] din,
	input [aw-1:0] waddr	
);
reg [dw-1:0] RAM [max_size-1:0];
    assign dout = RAM[raddr];
	always @(posedge wr_clk)
	begin
		if (we) RAM[waddr]<=din;
	end
endmodule	
==> run summary <==
Physical implementation

The flow ran to the end, and the final reports show no timing, DRC or antenna violations. The I/O pin count is 70. The end of the worst register-to-register path is inst_rfifo_fifo_mem.rptr[1]$_DFFE_PN0P_. Setup slack on the worst reg-to-reg path comes out at between 20 and 25 ns. The TritonCTS buffer count is between 50 and 60. The pre-antenna-repair detailed-routing pass consisted of 6 iterations. The global routing met1 resource utilization is around 16%. The script logs the mean routed wire length per placed instance as roughly 23 um.

Looking at the post-CTS report, the setup buffer insertion count equals 0. The worst-case IR drop observed on VDD is 0.00005722 V. The global-route wire length before repair is 64.43 mm. No sink is reached through more buffers than the 3 on the longest clock path. The flow reported a cell area power density of ~120 nW/um2.

The height of the die is between 200 and 300 um. The clock root buffer is clkbuf_16. The synthesized design devotes to its leading area cell type between 70% and 80% of total area. The maximum frequency from static timing analysis is between 100 and 150 MHz. For reference, the top cells by area after synthesis are edfxtp_1, mux4_2, a22oi_1, dfrtp_1, nand2_1. The critical path data arrival time is between 4 and 5 ns. The residual overflow from global routing is 0. Per the post-route antenna check, the number of violating nets is 0. The initial antenna violation count is 4. In this run the most used layer during global routing was met2. The number of warnings in the stage logs is 29. The async set or reset register ratio after synthesis is under 10%.

The launching point of the worst reg2reg path is inst_rfifo_fifo_mem.rptr[0]$_DFFE_PN0P_. Counting pins that exceed their max-slew limit in the final report gives 0. The fill cell instance count of the final layout is approximately 5,800.

The number of global-route vias before repair is approximately 10,000. The area recorded from the Yosys report for this design is roughly 20,000 um2. The most common cell in the synthesized netlist is edfxtp_1. The leakage component of the power was reported as approximately 7.3 nW. Per the skew report, the later register of the worst-skew pair sees a clock latency of roughly 0.58 ns.

The mean area per synthesized cell is roughly 23 um2. Hold timing on the final database bottoms out at a slack of ~0.56 ns. Before placement the cells fill between 30% and 40% of the core.

The netlist area before placement is ~20,000 um2. STA lists the maximum fanout along the critical path as 37. The measured slew at the worst slew-check pin is approximately 0.75 ns. For this run, global-route usage on met3 was measured as 10.47%.

The global-route track usage on met2 is 22.43%. The worst register-to-register path depth is 3. According to the floorplan log, the row count is roughly 94.

Summed over all nets, the half-perimeter wirelength after detailed placement is between 20 and 25 mm. The number of buffers added to fix hold violations after cts is 0. The final critical-path share of the clock period is approximately 38%.

Along the worst hold path, the cell count comes to 1. The smallest clock period supported by the final layout is computed as roughly 9 ns. The critical path required time is between 15 and 20 ns. The endpoint kind of the worst setup timing path is a primary output.

Per the detailed placement report, the placed cell area equals roughly 22,000 um2. After technology mapping, the gate count stands at ~870. In the final layout, flip-flops and latches occupy approximately 16,000 um2.

The count of input and output buffers is 69. Looking at the cell usage after synthesis, the top flip-flop cell is edfxtp_1. The warning tally printed by Yosys for this design is 3.

Per the detail_route report, DRC violations left total 0. The synthesized netlist was found by Yosys to have around 870 cells. The worst hold path startpoint is inst_rfifo_fifo_mem.wptr[0]$_DFFE_PN0P_. The worst setup path is launched from a register. Ranked by instance count, the synthesized netlist is headed by edfxtp_1, mux4_2, a22oi_1. Per the OpenROAD floorplan log, the area of the core is 65,750 um2. Setup repair after global routing left no endpoint under its margin. The chip occupies about 67,000 um2. The clock tree from TritonCTS is yes. The fraction of layout instances using a drive strength above 1 is ~25%. The path type of the worst min-delay path is reg2reg. The final setup TNS is 0 ns. The antenna diode count is 0.

The flip-flop and latch count after synthesis is around 530. The post-synthesis cell type count is 28. The multi-input combinational cell area is 4089 um2. The type of the worst setup path is reg2out. The detailed router placed 8,987 vias in this run.

For reference, the final report shows the hold violation count at 0. The via density per instance is between 4 and 5. Overall routing resource usage recorded by global route was roughly 14%. The clock slew at the register clock pins of the worst setup and hold paths is 0.06 ns. The routed wire length is 43.52 mm. Entering global routing, the biggest net connects 38 pins. For this block, the initial DRC count from the detailed router was between 500 and 600. The number of levels the H-tree was split into is 2. The post-synth count of flops with an enable pin is between 500 and 600. Of all cell types, the one taking the most synthesized area is edfxtp_1. After synthesis, flip-flops and latches occupy around four fifths of the total area. The number of gates resized after CTS was 0. The end point of the most critical hold path is inst_rfifo_fifo_mem.wptr[0]$_DFFE_PN0P_. The report counts max-capacitance violations totalling 0.

The die is about 260 um wide. The final weighted congestion in routability-driven placement is 0.7555. The layout overhead on the synthesized area is 17.72%. After routing the design area is 23,470 um2. The clock drives about 530 sinks. The worst-case max-slew headroom was logged as approximately 50%. The worst-case clock skew is about 0.028 ns. The final-report setup violation count is 0.
state kept, by name, indices dropped and copies added, names as in the netlist:
register / count
inst_rfifo_fifo_mem.inst_rfifo_dpram.RAM: 512
inst_rfifo_fifo_mem.bCnt: 5
inst_rfifo_fifo_mem.rptr: 4
inst_rfifo_fifo_mem.wptr: 4
final cells by class:
class / instances / area share [%]
Tap cell: 864 / 4.607
Clock inverter: 40 / 1.525
Sequential cell: 525 / 66.94
Multi-Input combinational cell: 290 / 17.43
Timing Repair Buffer: 97 / 3.839
Inverter: 11 / 0.1760
Clock buffer: 54 / 5.487
report_power, final:
group          internal [mW]  total, mW  leakage (nW)  switching [mW]
clock                  0.454      0.795         0.802           0.342
sequential              1.13       1.19          4.78          0.0537
combinational          0.397      0.794          1.74           0.397
cells by family after synthesis:
| logic type | Yosys count | synth area share (%) |
|---|---|---|
| and+or+nand+nor | 70 | 1.507 |
| xor gates and xnor gates | 10 | 0.4394 |
| DFF | 525 | 78.76 |
| muxes | 129 | 14.52 |
| AOI/OAI and AO/OA | 69 | 2.561 |
| buffers and inverters | 58 | 1.419 |
| adders and majority gates | 12 | 0.7909 |
metrics by stage:
step | power, mW | std cells | util (%) | setup WS [ns]
global route | 2.921 | 1881 | 35.69 | 14.20
global placement | 2.022 | 1787 | 33.19 | 15.05
CTS | 2.826 | 1881 | 35.69 | 14.44
floorplan | 1.678 | 873 | - | 15.73
detailed placement | 2.026 | 1787 | 33.19 | 15.08
finish | 2.775 | 1881 | 35.69 | 14.63
routing by layer:
layer	part of all wire (%)	wire length, um	up-vias
li1	-	-	3891
met1	32	14120	4469
met2	50	21720	553
met3	15	6695	66
met4	2.2	936	8
met5	0.11	47	-
worst max path at each step:
stage                                                    from        to  slack (ns)  depth (start not counted)
final                 inst_rfifo_fifo_mem.rptr[0]$_DFFE_PN0P_  dout[27]       14.63                          6
after global routing  inst_rfifo_fifo_mem.rptr[0]$_DFFE_PN0P_  dout[27]       14.20                          6
after CTS             inst_rfifo_fifo_mem.rptr[0]$_DFFE_PN0P_  dout[27]       14.44                          6
worst max-delay path: stages, from the launching register on:
cell             delay, ns
dfrtp_4               0.76
buf_4                 0.69
buf_4                 0.68
mux4_2                0.59
a22oi_1               0.22
nand2_1               0.17
clkdlybuf4s50_1       0.45
cells in the final DEF, fill, tap and decap left out, types with 2 or more instances in the layout:
master,n
edfxtp_1,512
mux4_2,128
clkdlybuf4s50_1,69
a22oi_1,64
clkbuf_16,51
nand2_1,41
buf_4,28
nor2_4,15
clkinv_2,14
inv_1,11
ha_1,11
clkinv_1,11
dfrtp_1,11
xnor2_1,6
nand2b_1,5
clkinvlp_4,5
bufinv_16,5
xor2_1,4
clkbuf_1,3
a21oi_1,2
nor2b_4,2
nor3_2,2
nand4_1,2
clkinv_8,2
clkinv_4,2
dfrtp_4,2
No activity file was given, so power comes from the tool's default toggle rates.
